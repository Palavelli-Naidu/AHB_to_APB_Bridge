File: config.mk
export PLATFORM = sky130hd
export DESIGN_NAME = AHB_to_APB_Bridge
export DESIGN_NICKNAME = AHB_to_APB_Bridge
export VERILOG_FILES = /design/flow/design.v
export SDC_FILE = /design/flow/constraint.sdc
export NUM_CORES = 4
export LEC_CHECK = 1
export CORE_UTILIZATION = 40
File: constraint.sdc
current_design AHB_to_APB_Bridge

set clk_period 7.2
set clk_io_pct 0.2

create_clock -name clk0 -period $clk_period [get_ports {Hclk}]

set non_clock_inputs [all_inputs -no_clocks]
set_input_delay [expr $clk_period * $clk_io_pct] -clock clk0 $non_clock_inputs
set_output_delay [expr $clk_period * $clk_io_pct] -clock clk0 [all_outputs]
File: design.v
`timescale 1ns / 1ps
module AHB_to_APB_Bridge(
    input [31:0] Haddr,
    input [31:0] Hwdata,
    input Hwrite,
    input [2:0] Hburst,
    input [1:0] Htrans,
    input [1:0] Hsize,
    input Hclk,
    output [31:0] Paddr,
    output Pwrite,
    output [1:0] Psel,
    output Penable,
    output [31:0] Pwdata,
    output ready,
    output [31:0] Hrdata,
    input [31:0] Prdata
   );
parameter Seq=2'b01,NonSeq=2'b00,Busy=2'b10,Idel=2'b11;
parameter SING=3'b000,INC=3'b001,INC4=3'b010,INC8=3'b011,INC16=3'b100,WRAP4=3'b101,WRAP8=3'b110,WRAP16=3'b111;
parameter s0=3'b000,s1=3'b001,s2=3'b010,s3=3'b011,s4=3'b100,s5=3'b101,s6=3'b110,idel=3'b111;
reg valid;
reg [2:0] NS;
reg [2:0] PS=3'b101;
reg [31:0]addr;
reg [31:0]addr2;
reg [31:0]addr3;
reg F;
reg [31:0]data;
reg ready1;
reg Penable1;
reg[31:0]Paddr1;
reg[1:0]Psel1;
reg Pwrite1;
reg [31:0]Pwdata1;
reg [31:0]Hrdata1;
assign ready=ready1;
assign Penable=Penable1;
assign Paddr=Paddr1;
assign Psel=Psel1;
assign Pwrite=Pwrite1;
assign Pwdata=Pwdata1;
assign Hrdata=Hrdata1;
always @(posedge Hclk)
    begin
	   if((Htrans==NonSeq)&&(ready==1))
		  #2 addr<=Haddr;
		else if((Htrans==Seq)&&(ready==1))
		begin
		case(Hburst)
		SING                : #2 addr<=addr;
		INC,INC4,INC8,INC16 : begin
		                      #2 addr<=addr+Hsize;
									 end
		WRAP4                :begin
		                      if(Hsize==2'b01)  
									 #2  addr<={Haddr[31:2],Haddr[1:0]+1'b1};
									 else if(Hsize==2'b10)  
									  #2 addr<={Haddr[31:3],Haddr[2:1]+1'b1,Haddr[0]};
									 else if(Hsize==2'b11)   
									  #2 addr<={Haddr[31:4],Haddr[3:2]+1'b1,Haddr[1:0]};
									 end
		WRAP8                :begin
		                      if(Hsize==2'b01)  
									  #2 addr<={Haddr[31:3],Haddr[2:0]+1'b1};
									 else if(Hsize==2'b10)  
									  #2 addr<={Haddr[31:4],Haddr[3:1]+1'b1,Haddr[0]};
									 else if(Hsize==2'b11)   
									   #2 addr<={Haddr[31:5],Haddr[4:2]+1'b1,Haddr[1:0]};		
                            end
		WRAP16               :begin
		                      if(Hsize==2'b01)  
									   #2 addr<={Haddr[31:4],Haddr[3:0]+1'b1};
									 else if(Hsize==2'b10)  
									   #2 addr<={Haddr[31:5],Haddr[4:1]+1'b1,Haddr[0]};
									 else if(Hsize==2'b11)   
									  #2 addr<={Haddr[31:6],Haddr[5:2]+1'b1,Haddr[1:0]};
                            end 										
		default            : begin
		                     #2 addr=32'hxxxxxxxx;
									end
		endcase
		end
	end
always@(Htrans)
begin
if((Htrans==NonSeq)|(Htrans==Seq))
valid=1;
else
valid=0;
end
always @(posedge Hclk)
begin
PS=NS;
end
always @(PS)
begin
case(PS)
    idel: begin
              if(valid)
                  begin
                    if(Hwrite)
                       NS=s0;
                    else
                       NS=s3;
                  end
              else
                begin
              #2  NS=idel;
                  ready1=0;
                end
             #2   ready1=1;
             #2 addr3=addr;
          end
     s0:  begin
             if(valid)
                  begin
                 #2 data=Hwdata;
                    Penable1=0;
                   F=Hwrite;
                   ready1=1;
                   NS=s1;
                 #2 addr2=addr3; 
                    addr3=addr;
                  end   
             else
                #2  NS=s6;
          end
     s1:  begin
              Pwdata1=data;
              Psel1=addr2[1:0];
              Penable1=0;
              Pwrite1=1;
              ready1=0;
              NS=s2;
           #2 Paddr1=addr2;
            #2  addr2=addr3;
         end
     s2:   begin
           #1 Penable1=1;
               if(F)
                  begin
                #2 data=Hwdata;
                  F=Hwrite;
                  ready1=1;
                  NS=s1;
                #2 addr3=addr;
                  end
               else
                 begin
               #2  ready1=0;
                 NS=s3;
                 end
           end
     s3:   begin
         #2  Paddr1=addr3;
           Pwrite1=0;
           Penable1=0;
           Psel1=addr3[1:0];
           ready1=0;
           NS=s4;
           end
     s4:  begin
            #2  Penable1=1;
              Hrdata1=Prdata;
              ready1=1;
                  if(~Hwrite)
                    NS=s3;
                  else
                     NS=s0;
            #2 addr3=addr;
          end
      s6:  begin
               if(valid)
               #2   NS=s1;
               else
               #2  NS=s6;
           end
  default:  begin
          #2  NS=idel;
            ready1=1;
            end
 endcase
 end
endmodule   
File: run.sh
#!/bin/bash
# OpenROAD 26Q1-2900-gdf79404cd8, Yosys 0.63+post, stock flow scripts
make -C /OpenROAD-flow-scripts/flow DESIGN_CONFIG=/design/flow/config.mk WORK_HOME=/design/flow/orfs finish
==> flow_summary.ini <==
; implementation run metrics
[placement]
numPlacedInstances = 925
dp_hpwl_um = 12160
portBuffers = 205
placed_cell_area_mm2 = 0.008351
detailedPlace.worstSlack_ns = 2.869
finalWeightedCongestion = 0.9265

[sta]
finalHoldViolCount = 0
max-slew-margin-rel_pct = 46.70
finalSetupViolations = 0
finalClockSkew_ns = 0.007293
rsz_0062_raised_after_global_routing = no
maxSlewViolCount = 0
worst_slack_ns = 3.123
count_of_unclocked_register_or_latch_pins = 196
setup-tns-final_ns = 0
worst_slew_pin_slew_ns = 0.7994
min_period_ns = 4.077
post-route-period-util_pct = 56.62
max_freq_mhz = 245.3
untimed_endpoints = 297

[critical_path]
critPathLaunch = Hsize[1]
worst_r2r_startpoint = addr[0]
critical_path_capture_point = addr[26]
crit-reg2reg-capture = addr[26]
critical_path.max_fanout = 12
timing.critical_path.required_ns = 7.23
ff2ff_path_depth = 8
critical_path_arrival_ns = 4.11
crit_path_start_kind = input port
endpoint_kind = flop
critPathKind = in -> reg
setup.reg_to_reg.worst_slack_ns = 4.66

[final_layout]
number_of_fill_cells_in_the_layout = 1223
final-comb-area_mm2 = 0.001984
areaGrowthSynthToFinish_pct = 40.17
layout-drive-gt1-share_pct = 9.346
layout.cell_area.non_filler_mm2 = 0.008522
area.sequential_mm2 = 0.003964
layoutNonFillerInstCount = 934

[grt]
globalRouteMet1Util_pct = 32.26
grt_first_pass_wirelength_um = 24100
grt_antenna_before_repair = 1
gr-usage-all-layers_pct = 20.63
grt-busiest-layer = met2
grt_pass1_vias = 4272
remaining_global_route_overflow = 0
grtUsageMet3_pct = 3.314
global_route.usage.met2_pct = 33.03
grt_max_degree = 35

[clock_network]
cts.htree.levels = 2
cts_hold_repair.buffers = 0
post-cts-setup-buffers = 0
clock_insertion_delay_worst_skew_ns = 0.28
max-clock-path-buffers = 2
clkSlewWorstSetupHoldPaths_ns = 0.06
cts_resized = 0
number_of_clock_buffers_inserted_by_tritoncts = 5
clock_tree.root_cell = clkbuf_16
tritoncts_clock_tree = built

[detailed_routing]
first_iter_violations = 267
num_vias = 4571
wl_per_cell_um = 16.31
drt_first_pass_iters = 26
drtAntennaViolNets = 0
drc_errors = 0
post_drt_via_cell_ratio = 4.894
routed_wl_um = 15240

[yosys]
synth_top_cell_by_count = dlxtn_1
post_synth_instance_area_mm2 = 0.006080
postSynthRegisterBits = 231
yosys.stat.chipArea_mm2 = 0.006080
async_flop_share_pct = 0
post_synth_inst_count = 548
synth.area.top_cells = dlxtn_1, dlxtp_1, edfxtp_1
synthFlopType = dlxtn_1
yosys-stat-cells = 548
ys_warn_count = 2
post_syn_area_per_cell_um2 = 11.09
synth-edff-count = 32
cell_type_with_the_highest_aggregate_area_in_the_netlist = dlxtn_1
synth.lib_cells_used.distinct = 55
common_cells = dlxtn_1, dlxtp_1, nand2_1, edfxtp_1, mux2_2
synthDominantCellAreaShare_pct = 32.57

[floorplanning]
die_x_um = 125.3
io_pins = 206
die_h_um = 125.3
floorplan.core_area_mm2 = 0.01470
chip_area_mm2 = 0.01570
fp-row-count = 44
core_util_at_fp_pct = 41.36

[worst_hold_path]
min-delay-path-class = reg -> reg
whs_path_depth = 1

[run_status]
run_status = complete, no violations

[power_and_ir_drop]
power.density_cell_area_mw_per_mm2 = 195.9
p_leak_nw = 3.560
irDropWorstVdd_mv = 0.1101

[flow_run]
log.warning_count = 25
drv_cap = 0
## critical path, stage by stage
cell,delay [ns]
clkdlybuf4s50_1,0.74
inv_1,0.21
fa_1,0.48
nand2b_2,0.24
nor4_4,0.52
nand4_1,0.19
xor2_1,0.21
o21ai_2,0.06
## stage by stage
stage	hold WS [ns]	total power (W)	util, %
2_1_floorplan	0.5968	0.001103	-
5_1_grt	0.6987	0.001773	57.96
3_5_place_dp	0.6325	0.001439	56.81
6_report	0.6593	0.001669	57.98
3_3_place_gp	0.6213	0.001434	56.81
4_1_cts	0.6473	0.001691	57.96
## where the power goes
part	leakage [nW]	internal (W)	switching [W]
clock	0.0838	0.000163	0.0000829
combinational	1.56	0.000313	0.000291
sequential	1.91	0.000727	0.0000918
total	3.56	0.00120	0.000466
## area by class of cell
| type | instances | share of cell area, % |
|---|---|---|
| tap | 184 | 2.702 |
| clock inverter | 3 | 0.5139 |
| clock buffer | 5 | 1.468 |
| multi-input combinational | 283 | 23.29 |
| sequential | 231 | 46.51 |
| timing repair buffer | 215 | 24.96 |
| inverter | 12 | 0.5286 |
| antenna | 1 | 0.02936 |
## state kept, by name, indices dropped and copies added (netlist names)
signal and count:
Hrdata1 32, ready1 1, Pwrite1 1, addr 32
Paddr1 32, addr3 32, PS 3, Pwdata1 32
data 32, Penable1 1, F 1, addr2 32
## placed cells by master, fill, tap and decap left out, types with 14 or more instances in the layout
cell type / netlist / final
o21ai_0: 25 / 24
nand2_1: 39 / 39
xnor2_1: 20 / 20
clkdlybuf4s50_1: 0 / 205
nand3_1: 14 / 14
mux2_2: 32 / 32
dlxtp_1: 64 / 64
o21ai_1: 14 / 14
nor2_1: 22 / 22
dlxtn_1: 132 / 132
edfxtp_1: 32 / 32
## metal layers
layer / vias up / part of all wire (%)
met3: 10 / 8.7
li1: 2283 / -
met2: 174 / 47
met1: 2104 / 44
met5: - / 0
met4: 0 / 0.87
## worst min path at each step
stage,start,end
6_report,PS[2],PS[2]
5_1_grt,PS[2],PS[2]
4_1_cts,PS[2],PS[2]
## cells by family (layout without fill, tap and decap cells)
logic type	Yosys count	after routing	synth area share (%)
AOI/OAI and AO/OA	73	73	7.142
xor gates and xnor gates	30	30	4.322
adders and majority gates	6	6	1.358
buffers and inverters	34	235	2.367
DFF	35	35	16.79
latches	196	196	48.37
muxes	36	36	6.586
other	0	1	0
and+or+nand+nor	138	138	13.03
No activity file was given, so power comes from the tool's default toggle rates.
